==> flow/run.sh <==
#!/bin/bash
# OpenROAD 26Q1-2900-gdf79404cd8, Yosys 0.63+post, stock flow scripts
make -C /OpenROAD-flow-scripts/flow DESIGN_CONFIG=/design/flow/config.mk WORK_HOME=/design/flow/orfs finish
==> flow/design.v <==
module SRAM(
    input  logic        clk,
    input  logic        reset,
    input  logic [6:0]  addr_sel,
    input  logic [3:0]  byte_sel,
    input  logic        read_enable,     
    input  logic        write_enable,    
    input  logic [31:0] datain,
    output wire [31:0] dataout
);
    logic [127:0] WL_sel;
    logic [3:0]  SRAMAddress_byte_sel;
    wire [31:0]  dataout_array [127:0];
    always @(posedge clk) begin
        if (reset) begin
            WL_sel <= 128'b0;
            SRAMAddress_byte_sel <= 4'b0;
        end else begin
            WL_sel <= 128'd0;                  
            if (read_enable || write_enable) begin
                WL_sel[addr_sel] <= 1'b1;      
                SRAMAddress_byte_sel <= byte_sel;
            end
        end
    end
    assign dataout = reset ? 32'b0 : ~read_enable ? 32'b0 : dataout_array[addr_sel];
    genvar i;
    generate
        for (i = 0; i < 128; i = i + 1) begin : SRAM_addrs
            SRAMaddress SRAMaddress_inst(
                .clk(clk),
                .wordline(WL_sel[i]),
                .byte_sel(SRAMAddress_byte_sel),
                .datain(datain),
                .dataout(dataout_array[i]),
                .read_enable(read_enable),
                .write_enable(write_enable)
            );
        end
    endgenerate
endmodule
module SRAMaddress(
    input  logic        clk,
    input  logic        wordline,
    input  logic [3:0]  byte_sel,
    input  logic [31:0] datain,
    input  logic        read_enable,
    input  logic        write_enable,
    output logic [31:0] dataout
);
    wire [7:0] dataout_bytes [3:0];
    genvar i;
    generate
        for (i = 0; i < 4; i = i + 1) begin : SRAM_bytes
            SRAMbyte SRAMbyte_inst(
                .clk(clk),
                .wordline(wordline & byte_sel[i]),
                .datain(datain[8*i +: 8]),
                .read_enable(read_enable),
                .write_enable(write_enable),
                .dataout(dataout_bytes[i])
            );
        end
    endgenerate
    assign dataout = {dataout_bytes[3], dataout_bytes[2], dataout_bytes[1], dataout_bytes[0]};
endmodule
module SRAMbyte(
    input  logic        clk,
    input  logic        wordline,
    input  logic [7:0]  datain,
    input  logic        read_enable,
    input  logic        write_enable,
    output wire [7:0]  dataout
);
    genvar k;
    generate
        for (k = 0; k < 8; k = k + 1) begin : SRAM_cells
            SRAMcell SRAMcell_inst(
                .clk(clk),
                .wordline(wordline),
                .BL1in(datain[k]),
                .BL2in(~datain[k]),
                .read_enable(read_enable),
                .write_enable(write_enable),
                .BL1out(dataout[k])
            );
        end
    endgenerate
endmodule
module SRAMcell(
    input  logic clk,
    input  logic wordline,
    input  logic BL1in,
    input  logic BL2in,
    input  logic read_enable,
    input  logic write_enable,
    output logic BL1out
);
    reg I_main;
    reg I_bar;
    initial begin
        I_main = 1'b0;
        I_bar  = 1'b1;
    end
    always @(posedge clk) begin
        if (wordline && write_enable) begin
            I_main <= BL1in;
            I_bar  <= BL2in;
        end
    end
    assign BL1out = (wordline && read_enable) ? I_main : 1'bz;
endmodule
==> flow/constraint.sdc <==
current_design SRAM

set clk_period 9.2
set clk_io_pct 0.2

create_clock -name clk0 -period $clk_period [get_ports {clk}]

set non_clock_inputs [all_inputs -no_clocks]
set_input_delay [expr $clk_period * $clk_io_pct] -clock clk0 $non_clock_inputs
set_output_delay [expr $clk_period * $clk_io_pct] -clock clk0 [all_outputs]
==> flow/config.mk <==
export PLATFORM = sky130hd
export DESIGN_NAME = SRAM
export DESIGN_NICKNAME = SRAM
export VERILOG_FILES = /design/flow/design.v
export SDC_FILE = /design/flow/constraint.sdc
export NUM_CORES = 4
export LEC_CHECK = 1
export CORE_UTILIZATION = 30
==> run notes <==
The run finished, with violations left. The final reports fail on capacitance limit, slew limit, setup timing. The DRC violation total after the first TritonRoute iteration was 11800; the max-capacitance violation count was 3. The slew at the pin closest to its max-slew limit is 1.55 ns.

The share of the core filled by cells before placement was 30.1%. The run gives 0 for the number of hold violations in the final report. Per the CTS log, the buffer count on the longest clock path is 4. Launch point of the worst reg-to-reg path: SRAMAddress_byte_sel[1]$_SDFFE_PP0N_.

The tools report the wire length of the first global-routing pass as 1110 mm. With the tally of nets with antenna violations remaining after routing at 0, the area added between synthesis and finish is 19.8%. STA classifies the critical path endpoint as a primary output. For this sky-water flow run, the detailed-routed wirelength per cell is reported as 49.3 um. Yosys reported that registers with async set or reset make up 0%. Chip area: 530000 um2. Pins over their slew limit in the final report were tallied at 6.

In this run the count of I/O pins placed on the die edge is 79. The power report puts the leakage power at 64.4 nW. After legalization and detailed placement, the total HPWL measured 596 mm. The OpenROAD report gives the critical path a data arrival time of 7.56 ns. From left edge to right edge, the die measures 728 um. Global routing used 34.9% of the available tracks across all layers. The most common logic cells in the final layout are 4096 x edfxtp_1, 1300 x a22oi_1, 1093 x buf_4. Setup repair after global routing left no endpoint under its margin. STA reports the tightest min-delay check as being of type reg -> reg.

Looking at the critical path, the highest net fanout was 15. The skew report gives the latency at the later pin of the worst-skew pair as 1.06 ns. The core region is 525000 um2. The number of inserted filler cells in the final layout is 48300. The script computed a power per unit cell area of 213 nW/um2. The final setup violation count came out at 4. The placement report lists the number of port buffers as 78. The weighted congestion at the end of routability-driven global placement was 1.09; the clock net sink count was 4228. The iteration count recorded for the first detailed-route pass is 6. The worst slew slack as a fraction of its limit is -5.98%. The number of clock buffers inserted by TritonCTS was 438; the yosys warning tally was 4. The mapped cell area is 158000 um2, and the count of flip-flops with a built-in enable after synthesis is 4096. Of the cells placed in the final design, the portion with a size suffix greater than 1 is 19.0%.

The run gives 40.4 mW for the power after layout. The slack of the critical path is -0.195 ns. The number of antenna violations at the first check in global routing is 139. With the via count of the first global-routing pass at 110000, the mean instance size in the synthesized netlist is 16.8 um2. The required time at the worst endpoint is listed as 7.36 ns. After global routing the overflow that remains totals 0. The H-tree was split into 5 levels. The number of synthesized register bits came out at 4228. The report lists the cells along the critical path as clkdlybuf4s50_1 -> ha_1 -> nor4b_2 -> buf_4 -> and2_2 -> a32oi_1 -> nand4_1 -> nor4_1 -> buf_4 -> and4b_1 -> a21oi_1 -> clkdlybuf4s50_1. Among logic cells in the layout, the one with the most instances is edfxtp_1. Counting I/O delays and the setup requirement, the final critical path takes 9.40 ns.

Summed over all failing endpoints, the final setup total negative slack is -0.493 ns. The highest clock rate this design can be run at is 106 MHz. After technology mapping, the gate count stands at 9394. The worst hold path begins at SRAMAddress_byte_sel[2]$_SDFFE_PP0N_.

The post-route fraction of the period consumed by the critical path was 102%; the yosys stat cell total was 9394. The tools report the number of cells after detailed placement as 16800. The setup clock skew after layout was 0.0622 ns; the clock slew at the register clock pins of the worst setup and hold paths was 0.06 ns.

The floorplan step set the die height to 728 um. Summing over every cut layer, the via total after detailed routing is 110000. The classification of the worst setup path was in -> out. In the synthesis report, Yosys lists the chip area as 158000 um2. Per the layout area report, the combinational gate area comes to 30400 um2. Summed over all layers, the routed wires come to 879 mm. In the synthesized netlist the dominant register cell turns out to be edfxtp_1.

OpenROAD emitted warnings numbering 30. Critical path launch point: addr_sel[0]. The run gives 17800 as the post-route non-filler standard cell count.

TritonCTS built the clock tree. Per STA, the highest per-stage delay on the worst path measures 1.34 ns. In this run, distinct cell masters in the synthesized netlist total 69. The pin count of the biggest net entering global routing is 98. Root buffer selected by CTS: clkbuf_16. Cells fill 36.1% of the core in the end.

After detailed routing, the number of vias per cell comes to 6.20. The element type at the critical path start was an input port. After floorplanning, the core was divided into 266 placement rows. Cell at the slowest stage of the critical path: nor4_1. VDD sags by at most 178 uV. The storage element area is 126000 um2. Sequential elements use 79.5% of the synthesized area. The tools report the number of remaining DRC errors as 0.
worst paths after layout:
kind | to | slack (ns) | cells after the start
max | dataout[22] | -0.20 | 12
min | SRAMAddress_byte_sel[2]$_SDFFE_PP0N_ | 0.50 | 2
max reg2reg | flip-flop | 5.78 | 4
min reg2reg | SRAMAddress_byte_sel[2]$_SDFFE_PP0N_ | 0.50 | 2
power by group:
| group | leakage [nW] | total [mW] | switching [mW] | internal [mW] |
|---|---|---|---|---|
| Combinational | 19.7 | 1.60 | 1.29 | 0.307 |
| Sequential | 37.9 | 21.1 | 0.0180 | 21.1 |
| Clock | 6.85 | 17.7 | 7.80 | 9.86 |
per-stage QoR:
stage | worst slack, ns | hold slack (ns) | cell area, um2
floorplan | 3.07 | 0.607 | 158000
global placement | -0.614 | 0.485 | 175000
detailed placement | -0.614 | 0.491 | 175000
CTS | 0.0323 | 0.497 | 189000
global route | 0.0248 | 0.512 | 189000
finish | -0.195 | 0.499 | 189000
metal layers:
layer | GRT usage (%) | vias up | wire length, um
met1 | 30.7 | 53600 | 233000
li1 | - | 40900 | -
met5 | 17.9 | - | 10100
met4 | 26.2 | 271 | 87400
met3 | 35.6 | 3351 | 201000
met2 | 44.0 | 12300 | 348000
kinds of logic (layout without fill, tap and decap cells):
kind of cell	count (synthesis)	after routing	synth area share [%]
simple gates	2584	2584	9.52
buf+inv	733	2031	1.83
mux	41	41	0.282
xor+xnor	3	3	0.0166
flops	4228	4228	79.5
other cells	0	166	0
compound gates	1801	1801	8.83
fa+ha+maj	4	4	0.0317
cells in the mapped netlist, types with 7 or more instances:
library cell,number,share of area (%)
edfxtp_1,4096,78
a22oi_1,1300,6.2
and3_1,1077,4.3
clkbuf_1,610,1.4
nand3_1,447,1.4
nand4_1,313,1.2
a2111oi_0,182,1.0
nor2_1,167,0.40
nand2_1,159,0.38
dfxtp_1,132,1.7
nor4_1,121,0.48
and2_1,103,0.41
buf_2,72,0.23
a22o_1,65,0.36
a32oi_1,52,0.29
buf_1,37,0.088
nor3_1,37,0.12
a21oi_1,35,0.11
o31ai_1,32,0.15
and4_1,31,0.17
mux2_2,28,0.20
or4_1,28,0.13
a222oi_1,23,0.15
a2bb2oi_1,23,0.13
nor2b_1,14,0.055
mux2i_1,13,0.082
o21ai_0,13,0.041
a221o_1,12,0.076
a221oi_1,12,0.066
and3b_1,11,0.061
and4b_1,11,0.070
nand3b_1,11,0.052
nor3b_1,11,0.052
nor4bb_1,11,0.070
a31oi_1,7,0.028
and2_0,7,0.028
inv_1,7,0.017
cell type report:
cell class,count,area share (%)
antenna,166,0.219
inverter,7,0.0139
clock inverter,264,1.32
clock buffer,549,6.10
timing repair buffer,1211,5.33
tap,6968,4.61
multi-input combinational,4433,16.0
sequential,4228,66.4
what timing repair did:
action / 4_1_cts / 5_1_grt
hold buffers: 0 / 0
gates resized: 10 / 6
buffers inserted: 1 / 0
endpoints found under the setup margin: 18 / 6
endpoints found under the hold margin: 0 / 0
pin swaps: 1 / 0
worst max-delay path: cells and delay by family:
kind	cells	cell delay (ns)
buffers and inverters	4	1.51
and+or+nand+nor	5	2.83
adders and majority gates	1	0.56
AOI/OAI and AO/OA	2	0.80
Power is estimated from default activity; no workload was simulated.
